## design/flow/run.sh

```bash
#!/bin/bash
# OpenROAD 26Q1-2900-gdf79404cd8, Yosys 0.63+post, stock flow scripts
make -C /OpenROAD-flow-scripts/flow DESIGN_CONFIG=/design/flow/config.mk WORK_HOME=/design/flow/orfs finish
```

## design/flow/config.mk

```make
export PLATFORM = sky130hd
export DESIGN_NAME = LC3DataPath
export DESIGN_NICKNAME = LC3DataPath
export VERILOG_FILES = /design/flow/design.v
export SDC_FILE = /design/flow/constraint.sdc
export NUM_CORES = 4
export LEC_CHECK = 1
export CORE_UTILIZATION = 40
```

## design/flow/design.v

```verilog
module LC3DataPath(
        output [15:0] instAddr, 
        input [15:0]  instData,
        output [15:0] dataAddr,
        output [15:0] dataWrite,
        input [15:0] dataRead,
        output   dataWrEn,
        input clk, input rst);
    parameter StartAddr = 16'h3000;
    wire [16-1:0] SR1_out, SR2_out, DR_in;
    wire [3-1:0] SR1, SR2, DR;
    wire [16-1:0] IR;
    wire [16-1:0] alu_out, alu_opa, alu_opb;
    wire [16-1:0] PC, NPC, PC_plus_one;
    wire [16-1:0] immediate, offset;
    wire [1:0] alu_fn;
    wire [3:0] opcode;
    assign invalid_op = (IR != 4'b0001) &&
            (IR != 4'b0101) && (IR != 4'b1001) &&
            (IR != 4'b0010) && (IR != 4'b0011) &&
            (IR != 4'b1100);
    assign instAddr = PC;
    assign IR = instData;  
    assign opcode = IR[15:12];
    assign SR1 = IR[8:6];
    assign SR2 = IR[2:0];
    assign DR = IR[11:9];
    assign dataAddr = alu_out;
    assign dataWrite = SR1_out;
    assign dataWrEn = (opcode == 4'b0011);  
    assign mem_op = (opcode == 4'b0010) || (opcode == 4'b0011);
    assign alu_op = (opcode == 4'b0001) || (opcode == 4'b0101) ||
                    (opcode == 4'b1001);
    assign alu_opa =  (mem_op) ? PC_plus_one : SR1_out;
    assign alu_opb = (mem_op) ? offset : 
            ((IR[5]) ? immediate : SR2_out);
     assign alu_fn = (opcode == 4'b1001) ? 2'b11 : (opcode == 4'b0101) ? 2'b10 :
        2'b00;
    assign immediate = {{12{IR[4]}}, IR[3:0]};
    assign offset = {{8{IR[8]}}, IR[7:0]};
    assign PC_plus_one = PC + 1;
    assign NPC = (opcode == 4'b1100) ? SR1_out : PC_plus_one;
    assign DR_we = ((opcode != 4'b1100) && (opcode != 4'b0011));
    assign DR_in = (opcode == 4'b0010) ? dataRead : alu_out;
    RegFile RF( .SrcAddr1(SR1), .SrcData1(SR1_out), .SrcAddr2(SR2), .SrcData2(SR2_out), 
                .DstAddr(DR), .DstData(DR_in),
                .WriteEn(DR_we), .clk(clk));
    ALU LC3ALU( .result(alu_out),
                .opA(alu_opa),
                .opB(alu_opb),
                .fn(alu_fn));
    Register #(16,StartAddr)  PC_REG  ( .q(PC),     
                  .d(NPC), 
                 .we(1'b1),
                 .clk(clk),
                 .rst(rst));
endmodule
module LC3Memory(
    input [16-1:0] InstAddr, 
    output [16-1:0] InstData, 
    input [16-1:0] DataAddr, 
    input [16-1:0] DataWrite, 
    output [16-1:0] DataRead,
    input WriteEn, 
    input clk);
    reg [16-1:0] mem[0:65536-1];
    assign InstData = mem[InstAddr];
    assign DataRead = mem[DataAddr];
    always @ (posedge clk) begin
        if (WriteEn)
            mem[DataAddr] <= DataWrite;
    end
endmodule
module RegFile(
    input [3-1:0] SrcAddr1, 
    output [16-1:0] SrcData1, 
    input [3-1:0] SrcAddr2, 
    output [16-1:0] SrcData2, 
    input [3-1:0] DstAddr,
    input [16-1:0] DstData,
    input WriteEn, 
    input clk);
    reg [16-1:0] mem[0:8-1];
    assign SrcData1 = mem[SrcAddr1];
    assign SrcData2 = mem[SrcAddr2];
    always @ (posedge clk)
        if (WriteEn)
            mem[DstAddr] <= DstData;
endmodule
module ALU(
    output [16-1:0] result,
    input [16-1:0] opA,
    input [16-1:0] opB,
    input [2-1:0] fn);
    wire [16-1:0] addResult, andResult, notResult;
    assign addResult = opA + opB;
    assign andResult = opA & opB;
    assign notResult = ~opA;
    assign result = (fn == 2'b11) ? notResult : 
        (fn[1] == 1'b0) ? addResult : andResult;
endmodule
module Register(
    output [width-1:0] q, 
    input [width-1:0] d,
    input we,
    input clk,
    input rst);
    parameter width = 16;
    parameter rst_value = 0;
    reg [width-1:0] q;
    always @ (posedge clk or negedge rst)
        if (~rst)
            q <= rst_value;
        else 
            q <= (we) ? d : q;
endmodule
```

## design/flow/constraint.sdc

```tcl
current_design LC3DataPath

set clk_period 12.1
set clk_io_pct 0.2

create_clock -name clk0 -period $clk_period [get_ports {clk}]

set non_clock_inputs [all_inputs -no_clocks]
set_input_delay [expr $clk_period * $clk_io_pct] -clock clk0 $non_clock_inputs
set_output_delay [expr $clk_period * $clk_io_pct] -clock clk0 [all_outputs]
```

==> notes.md <==
Entry: Yosys synthesis followed by OpenROAD place and route.

Status:
- The run finished with clean final reports.

Synthesis:
- Per Yosys stat, the portion of area used by sequential elements is 0.503.
- The run gives the number of cells in the yosys synthesis report as 653.
- The run gives the synthesis-stage register bit count as 144.
- The run puts the netlist area before placement at 8440 um2.
- Warnings reported by Yosys during synthesis add up to 6.
- In the synthesized netlist, the number of instances is 653.
- The post-synth count of flops with an enable pin is 128.
- For this run, the leading register cell type out of synthesis is edfxtp_1.
- The run gives the number of library cell types mapped by synthesis as 60.
- The run gives the chip area from the yosys synthesis statistics as 8440 um2.
- The run puts the proportion of synthesized flip-flops having asynchronous set or reset at 0.111.
- The run gives the average cell area after synthesis as 12.9 um2.

Clocking:
- The H-tree generated during clock tree synthesis spans 4 levels.
- The run gives the post-cts resize count as 0.
- Looking at the post-CTS report, the setup buffer insertion count equals 0.
- The run gives the clock-pin transition on the worst setup and hold timing paths as 0.06 ns.
- The run gives the maximum clock path buffer count as 2.
- The run gives the clock tree from TritonCTS as yes.
- Clock tree synthesis found a total of 144 sinks.
- The run gives the number of clock buffers inserted by TritonCTS as 17.
- The tree is rooted in a clkbuf_16.
- The run gives the later-pin clock latency in the skew report as 0.42 ns.
- The post-CTS hold buffer count recorded in the log is 0.

STA:
- Setup repair after global routing left no endpoint under its margin.
- Based on the critical path, the design can be clocked at up to 101 MHz.
- The run gives the count of endpoints failing hold in the final timing report as 0.
- Pins over their slew limit in the final report were tallied at 0.
- The worst path in the final design needs a cycle of 9.91 ns, including I/O delays and setup.
- The run gives the number of endpoints failing setup at the final stage as 0.
- The run puts the ratio of final minimum period to clock period at 0.819.
- The run puts the total negative slack at 0 ns.
- The run puts the pin slew with the least headroom to its limit at 1.03 ns.
- In this run the tightest slew margin relative to its limit is 0.308.
- On the final layout, the worst clock skew is 0.0105 ns.

Critical path:
- The run puts the data required time at the worst endpoint at 9.68 ns.
- The cell family contributing the most delay on the critical path is buffers and inverters.
- The run puts the data arrival time at the worst-slack endpoint at 7.49 ns.
- Walking the worst path, the cells encountered are clkdlybuf4s50_1 > buf_4 > mux4_2 > mux2_2 > nor2_1 > a21oi_1 > ha_1 > fa_1 > a21o_1 > a221oi_1 > nor2b_1 > nand3b_1 > a41o_1 > and3b_1 > clkdlybuf4s50_1.
- Per the timing report, the most critical flop-to-flop path finishes at RF.mem[6][8].
- The run gives the library cell appearing most often on the critical path as clkdlybuf4s50_1.
- Measured in cells, the most critical reg-to-reg path has a length of 12.
- In this run the critical register-to-register path is launched from RF.mem[7][0].
- The run puts the delay of the slowest cell on the worst path at 1.00 ns.
- The worst setup path is launched from an input pin.
- The slowest stage of the critical path is the clkdlybuf4s50_1 cell.
- The run gives the largest fanout on the critical path as 18.
- The critical path is of the input pin to output port type.
- The run gives the kind of end point of the critical path as an output port.
- Setup slack on the worst reg-to-reg path comes out at 7.90 ns.
- The run gives the worst path buffer plus inverter count as 3.

Global route:
- The run puts the largest net degree at the start of global routing at 40.
- The number of antenna violations at the first check in global routing came to 0.
- The run gives the number of global-route vias before repair as 6137.
- The first global-routing pass estimated 35000 um of wire.
- The run gives the leftover overflow at the end of global routing as 0.
- The run gives the overall fraction of global-route tracks in use as 0.231.

Flow run:
- The logs give a warning total of 25.
- Per the run summary, max-cap violations total 0.

Die:
- The run puts the share of the core filled by cells before placement at 0.413.
- The core region is 20400 um2.
- The run puts the die area at 21700 um2.
- From bottom edge to top edge, the die measures 147 um.
- The run gives the number of primary I/O pins as 83.
- The run gives the die span in x as 147 um.
- The run gives the floorplan row count as 52.

Final layout:
- The layout summary lists the proportion of cells stronger than drive strength 1 as 0.202.
- The flow measured a signed area growth from synthesis to layout of 19.7%.
- The run gives the area of all placed cells without fillers as 10100 um2.

Power:
- The run gives the cell area power density as 178 nW/um2.
- Total power for the finished layout comes to 1.80 mW.
- The run puts the static leakage at 3.50 nW.
- The run puts the maximum ir drop on the vdd rail at 0.0714 mV.

Place:
- During placement, the flow inserted port buffers numbering 82.
- Summed over all nets, the half-perimeter wirelength after detailed placement is 15800 um.
- The run puts the final RePlAce weighted congestion at 0.896.
- After detailed placement, the total cell area comes to 9540 um2.

Detailed routing:
- Nets still carrying antenna violations after routing amount to 0.
- The run puts the length of the first detailed-routing pass in iterations at 4.
- The run puts the average detailed-routed wire length per instance at 22.2 um.
- The run gives the wire length after detailed routing as 22500 um.
- The number of antenna diodes in the final layout is 0.
- The run gives the total number of vias as 5884.
- The run gives the detailed router's first-iteration violation count as 264.
- The run puts the ratio of routed vias to standard cells at 5.80.
- For this run, design rule violations remaining after detail routing come to 0.

Worst hold path:
- The worst hold path terminates at PC_REG.q[15].
- The number of cells on the worst hold path is listed as 2.
- Note that the worst hold path type here is flop to flop.
- Looking at hold timing, the worst path starts from PC_REG.q[15].
==> worst register-to-register path, delay by kind of cell, from the launching register on <==
| family | cells | cell delay, ns |
|---|---|---|
| mux | 3 | 1.19 |
| compound gates | 5 | 1.28 |
| xor+xnor | 1 | 0.20 |
| flops | 1 | 0.39 |
| simple gates | 1 | 0.09 |
| fa+ha+maj | 2 | 0.76 |
==> metrics by stage <==
stage,cells,utilization,hold slack [ns],setup slack (ns)
2_1_floorplan,653,-,0.499,4.07
3_3_place_gp,982,0.467,0.597,2.29
3_5_place_dp,982,0.467,0.598,2.25
4_1_cts,1014,0.494,0.614,2.24
5_1_grt,1014,0.494,0.676,1.92
6_report,1014,0.494,0.609,2.19
==> area by class of cell <==
cell class	count	area [um2]
Timing Repair Buffer	101	953
Sequential cell	144	4250
Tap cell	270	338
Inverter	6	22.5
Clock inverter	14	121
Clock buffer	18	429
Fill cell	1736	10300
Multi-Input combinational cell	461	3980
==> flip-flops by register name, summed over array words and instances, names as in the netlist <==
name	cells
RF.mem	128
PC_REG.q	16
==> synth_stat cells, drive strengths merged, types with 6 or more instances <==
master,number,area share
a211oi,8,0.0077
a21oi,54,0.033
a31oi,6,0.0045
and3,8,0.0059
buf,22,0.014
clkbuf,20,0.0089
dfrtp,14,0.042
edfxtp,128,0.46
ha,17,0.025
inv,6,0.0027
mux2,26,0.035
mux2i,16,0.019
mux4,64,0.17
nand2,51,0.023
nand2b,7,0.0052
nand3,8,0.0047
nor2,81,0.037
nor2b,6,0.0045
nor3,6,0.0036
o21ai,25,0.015
xnor2,9,0.0093
xor2,13,0.013
==> cell usage in the layout, fill, tap and decap left out, drive strengths merged, types with 13 or more instances in the layout <==
| cell type | instances |
|---|---|
| edfxtp | 128 |
| nor2 | 81 |
| clkdlybuf4s50 | 80 |
| mux4 | 64 |
| a21oi | 54 |
| nand2 | 51 |
| mux2 | 26 |
| o21ai | 25 |
| buf | 21 |
| clkbuf | 18 |
| ha | 17 |
| mux2i | 16 |
| dfrtp | 14 |
| inv | 14 |
| xor2 | 13 |
==> logic make-up after synthesis <==
logic type | synth area share
and+or+nand+nor | 0.0995
muxes | 0.225
adders and majority gates | 0.0276
AOI/OAI and AO/OA | 0.0955
xor gates and xnor gates | 0.0228
DFF | 0.503
buffers and inverters | 0.0257
==> routing by layer <==
metal	vias up	part of all wire	track usage
li1	2725	-	-
met4	0	0.014	0.0325
met1	2824	0.38	0.304
met2	312	0.49	0.362
met3	23	0.12	0.125
met5	-	0	0
==> how the worst max path moves through the flow <==
| stage | from | end | slack [ns] | cells past startpoint |
|---|---|---|---|---|
| 5_1_grt | instData[7] | dataAddr[14] | 1.92 | 15 |
| 6_report | instData[7] | dataAddr[14] | 2.19 | 15 |
| 4_1_cts | instData[7] | dataAddr[14] | 2.24 | 15 |
==> power breakdown <==
group          switching, mW  leakage [nW]  internal, mW
registers             0.0455          1.35         0.670
clock network          0.221         0.255         0.269
logic                  0.302          1.90         0.293
total                  0.569          3.50          1.23
No activity file was given, so power comes from the tool's default toggle rates.
